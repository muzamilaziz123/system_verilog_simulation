**./run.sh**
```bash
#!/bin/bash
# OpenROAD 26Q1-2900-gdf79404cd8, Yosys 0.63+post, stock flow scripts
make -C /OpenROAD-flow-scripts/flow DESIGN_CONFIG=/design/flow/config.mk WORK_HOME=/design/flow/orfs finish
```
**./config.mk**
```make
export PLATFORM = sky130hd
export DESIGN_NAME = fifo
export DESIGN_NICKNAME = fifo
export VERILOG_FILES = /design/flow/design.v
export SDC_FILE = /design/flow/constraint.sdc
export NUM_CORES = 4
export LEC_CHECK = 1
export CORE_UTILIZATION = 30
```
**./constraint.sdc**
```tcl
current_design fifo

set clk_period 3.8
set clk_io_pct 0.2

create_clock -name clk0 -period $clk_period [get_ports {clk}]

set non_clock_inputs [all_inputs -no_clocks]
set_input_delay [expr $clk_period * $clk_io_pct] -clock clk0 $non_clock_inputs
set_output_delay [expr $clk_period * $clk_io_pct] -clock clk0 [all_outputs]
```
**./design.v**
```verilog
module fifo
#(
parameter fifo_depth = 4,
parameter fifo_width = 32
)
(
input clk,
input reset,
input push,
input pop,
input [fifo_width-1:0] data_in,
output reg fifo_full,
output reg fifo_empty,
output reg [fifo_width-1:0] data_out
);
    reg [fifo_width-1:0] myfifo [fifo_depth-1:0];
    reg    [fifo_depth-1:0] wr_ptr;
reg    [fifo_depth-1:0] rd_ptr;
reg          bit_comp;
reg [fifo_width-1:0] register1;
reg [fifo_width-1:0] register2;
reg [fifo_width-1:0] register3;
reg [fifo_width-1:0] register4;
reg                    d_mux_out1;
reg                    d_mux_out2;
reg                    d_mux_out3;
reg                    d_mux_out4;
wire                    clr_wr;
wire                    clr_rd;
always@(*) begin
  case(rd_ptr)
      4'd0 : data_out = register1;
      4'd1 : data_out = register2;
      4'd2 : data_out = register3;
      4'd3 : data_out = register4;
      default: data_out = data_out;
  endcase
end
always@(*) begin
  case(wr_ptr)
      4'd0 : {d_mux_out1,d_mux_out2,d_mux_out3,d_mux_out4} = {push, 3'd0       };
      4'd1 : {d_mux_out1,d_mux_out2,d_mux_out3,d_mux_out4} = {1'd0,push, 2'd0  };
      4'd2 : {d_mux_out1,d_mux_out2,d_mux_out3,d_mux_out4} = {2'd0,push, 1'd0  };
      4'd3 : {d_mux_out1,d_mux_out2,d_mux_out3,d_mux_out4} = {3'd0,push        };
      default : {d_mux_out1,d_mux_out2,d_mux_out3,d_mux_out4} = {4'd0};
  endcase
end
always@(posedge clk) begin
if(reset) begin
register1 <= 0;
end
else if(d_mux_out1) begin
 register1 <= data_in;
end
end
always@(posedge clk) begin
if(reset) begin
register2 <= 0;
end
else if(d_mux_out2) begin
 register2 <= data_in;
end
end
always@(posedge clk) begin
if(reset) begin
register3 <= 0;
end
else if(d_mux_out3) begin
 register3 <= data_in;
end
end
always@(posedge clk) begin
if(reset) begin
register4 <= 0;
end
else if(d_mux_out4) begin
 register4 <= data_in;
end
end
always@(posedge clk) begin
if(reset) begin
wr_ptr <= 0;
end
else if(push & !fifo_full) begin
 wr_ptr <= wr_ptr + 1;
end
end
always@(posedge clk) begin
if(reset) begin
rd_ptr   <= 0;
end
else if(pop & !fifo_empty) begin
 rd_ptr <= rd_ptr + 1;
end
end
always@(*) begin
  bit_comp = wr_ptr[2] ^ rd_ptr[2];
end
    always@(*) begin
    fifo_full = bit_comp & (wr_ptr[1:0] == rd_ptr[1:0]);
    fifo_empty = ~bit_comp & (wr_ptr[1:0] == rd_ptr[1:0]);
    end
endmodule
```
==> changes_impl.md <==
## Flow update

- Share of layout cells above drive strength 1: 7.46%
- Final hold violations: 0
- CTS H-tree lvls: 4
- Final Cycle Share: 78.9%
- Post-CTS setup repair buffer count: 0
- Via count: 5,577
- Clock latency (worst-skew pair): 0.41 ns
- DRT Wirelength: 17.9 mm
- Cts hold-fix bufs: 0
- Vias in the first global route: 5,075
- CTS tree: done
- Deepest clock path buffer count: 2
- Register pins left without a clock: 32
- DRC viols: 0
- Die height: 148 um
- Avg Inst Size Synth: 8.31 um^2
- Final std cells w/o fill: 1,093
- Worst Setup Start Kind: flip-flop
- First-pass GRT wire length: 28.7 mm
- Layout area overhead: 22.5%
- Routability Congestion: 0.790
- Post-DR wirelength/cell: 16.4 um
- Die ar.: 21,900 um^2
- Cells after Synth: 771
- Crit path time final: 3.00 ns
- Root buf cell: clkbuf_16
- Endpoints left unconstrained: 64
- Max Freq: 333 MHz
- Worst vdd ir: 266 uV
- CP Capture Type: primary output
- Chip width: 148 um
- WP data arrival: 2.24 ns
- Max Cap Violations: 0
- Cell Type Count: 36
- Placed insts: 1,062
- Post_cts resized: 0
- Starting DRT DRC Count: 465
- Initial antenna violation count: 0
- Pre-CTS setup slack: 0.794 ns
- Num CTS Buffers: 17
- Setup WS post-layout: 0.801 ns
- CP Class: reg -> out
- Max-slew violation count: 0
- Max stage delay on crit path: 0.49 ns
- Clock transition at the registers of the reported paths: 0.06 ns
- FP Core Util: 30.6%
- Largest net degree at the start of global routing: 76
- GRT overflow: 0
- Leak pwr: 2.62 nW
- Final setup fails: 0
- Worst-Margin Slew: 0.908 ns
- Vias per inst: 5.10
- Pwr per Cell Area: 634 nW/um^2
- Yosys stat cell total: 771
- Critical-path maximum fanout: 8
- Synth Cell Area: 6400 um^2
- Skew final: 0.00495 ns
- Hold Path Class: reg -> reg
- Worst EP required: 3.04 ns
- YS chip area: 6400 um^2
- Rows: 53
- Critical path's slowest cell: clkdlybuf4s50_1
- Pre-antenna DRT Iters: 5
- Top Ports: 70
- Core area: 21,000 um^2
- YS warnings: 1
- Antenna Nets Post-Route: 0
- Stage-log warning count: 31
- # port buffers: 69
- Unrepaired setup endpoints after global routing: no
- Registers, synthesis: 168
- Status: complete, no violations
- Final hold slack: 0.454 ns
- Rel. slew slack: 39.5%
- Setup Total Neg Slack: 0 ns
- HPWL Detailed: 10.7 mm
- Diode count: 0
- CP Cell Sequence: xnor2_1, nand2_1, nor2_1, clkdlybuf4s50_1
- Gr usage total: 17.1%
==> power by group <==
part           switching, mW  total (mW)  internal [mW]
Clock                  0.620        1.57          0.949
Sequential             0.146        1.99           1.84
Combinational          0.874        1.41          0.539
Total                   1.64        4.97           3.33
==> path summary, 6_finish.rpt <==
check / start / endpoint / slack [ns] / cells after the start
worst min-delay path: register2[25] / register2[25] / 0.45 / 2
worst min register to register: register2[25] / register2[25] / 0.45 / 2
worst max-delay path: rd_ptr[0] / fifo_full / 0.80 / 4
worst max register to register: wr_ptr[1] / register4[25] / 1.54 / 5
==> per-stage QoR <==
stage | area [um^2] | power, mW | utilization, %
floorplan | 6400 | 2.80 | -
global placement | 7270 | 3.43 | 34.7
detailed placement | 7270 | 3.43 | 34.7
CTS | 7840 | 5.00 | 37.4
global route | 7840 | 5.25 | 37.4
finish | 7840 | 4.97 | 37.4
==> state kept, by name, indices dropped and copies added, names as in the netlist <==
signal	cells
data_out	32
register1	32
register2	32
register3	32
register4	32
rd_ptr	4
wr_ptr	4
==> worst max-delay path, delay by kind of cell, from the launching register on <==
kind / cells / cell delay, ns
buf+inv: 1 / 0.49
xor+xnor: 1 / 0.45
flops: 1 / 0.40
simple gates: 2 / 0.48
==> cell usage after synthesis (all sizes together) <==
cell type | number | area [um^2]
and3 | 3 | 20.0
a21oi | 130 | 651
nor3b | 6 | 45.0
and4bb | 2 | 25.0
nand4bb | 4 | 45.0
o21ai | 4 | 20.0
o311ai | 2 | 17.5
nor2 | 3 | 11.3
dlxtn | 32 | 480
ha | 8 | 100
o211ai | 6 | 45.0
a41oi | 2 | 17.5
a21boi | 1 | 7.51
or2 | 1 | 6.26
o31ai | 1 | 12.5
or4 | 1 | 7.51
a211o | 4 | 35.0
o2bb2ai | 32 | 280
a222oi | 32 | 320
nor4bb | 2 | 20.0
nand3 | 3 | 15.0
inv | 8 | 30.0
dlymetal6s2s | 1 | 12.5
xnor2 | 3 | 26.3
buf | 39 | 250
xor2 | 3 | 26.3
or3 | 4 | 25.0
nand4 | 2 | 12.5
dfxtp | 136 | 2720
a31oi | 2 | 12.5
clkbuf | 33 | 124
nand2 | 261 | 980
==> cell usage in the layout, fill, tap and decap left out, types with 3 or more instances in the layout <==
cell type        Yosys  layout
or3_1                4       4
xor2_1               3       3
nand4bb_2            0       4
nand3_1              3       3
o2bb2ai_1           32      32
dfxtp_1            136     136
o211ai_1             6       6
nor2_1               3       3
o21ai_0              4       4
inv_1                8       8
a222oi_1            32      32
clkdlybuf4s50_1      0      68
a211o_1              4       4
xnor2_1              3       3
a21oi_1            130     130
nand2_1            261     261
clkbuf_8             0       3
buf_4               15      20
nor3b_1              6       6
clkinvlp_4           0       4
ha_1                 8       8
dlxtn_1             32      32
clkbuf_16            0      17
==> area by class of cell <==
| class | instances | area (um^2) |
|---|---|---|
| clock buffer | 21 | 470 |
| clock inverter | 10 | 96.3 |
| fill | 2143 | 13100 |
| inverter | 8 | 30.0 |
| multi-input combinational | 522 | 2850 |
| sequential | 168 | 3200 |
| tap | 275 | 344 |
| timing repair buffer | 89 | 851 |
==> kinds of logic (layout without fill, tap and decap cells) <==
| logic type | after synthesis | in the layout | synth area share, % |
|---|---|---|---|
| simple gates | 292 | 292 | 18.9 |
| compound gates | 216 | 216 | 22.2 |
| flops | 136 | 136 | 42.5 |
| buf+inv | 81 | 128 | 6.51 |
| latches | 32 | 32 | 7.50 |
| fa+ha+maj | 8 | 8 | 1.56 |
| xor+xnor | 6 | 6 | 0.821 |
==> layer usage <==
| metal | wire, um | track usage, % | vias up | part of all wire [%] |
|---|---|---|---|---|
| li1 | - | - | 2744 | - |
| met3 | 1030 | 3.47 | 13 | 5.7 |
| met4 | 168 | 1.65 | 0 | 0.94 |
| met2 | 8430 | 26.9 | 155 | 47 |
| met1 | 8320 | 25.6 | 2665 | 46 |
| met5 | 0 | 0 | - | 0 |
Power and IR drop assume default switching activity.
